File: design/flow/design.v
module MIPSALU (ALUctl, A, B, ALUOut, Zero);
 input [3:0] ALUctl;
 input [31:0] A,B;
 output reg [31:0] ALUOut;
 output Zero;
 assign Zero = (ALUOut==0);  
 always @(ALUctl, A, B) begin  
 case (ALUctl)
 0: ALUOut <= A & B;
 1: ALUOut <= A | B;
 2: ALUOut <= A + B;
 6: ALUOut <= A - B;
 7: ALUOut <= A < B ? 1 : 0;
 12: ALUOut <= ~(A | B);  
 default: ALUOut <= 0;
 endcase
 end
endmodule
File: design/flow/run.sh
#!/bin/bash
# OpenROAD 26Q1-2900-gdf79404cd8, Yosys 0.63+post, stock flow scripts
make -C /OpenROAD-flow-scripts/flow DESIGN_CONFIG=/design/flow/config.mk WORK_HOME=/design/flow/orfs finish
File: design/flow/config.mk
export PLATFORM = sky130hd
export DESIGN_NAME = MIPSALU
export DESIGN_NICKNAME = MIPSALU
export VERILOG_FILES = /design/flow/design.v
export SDC_FILE = /design/flow/constraint.sdc
export NUM_CORES = 4
export LEC_CHECK = 1
export CORE_UTILIZATION = 40
File: design/flow/constraint.sdc
current_design MIPSALU

set clk_period 18.2
set clk_io_pct 0.2

create_clock -name clk0 -period $clk_period

set non_clock_inputs [all_inputs -no_clocks]
set_input_delay [expr $clk_period * $clk_io_pct] -clock clk0 $non_clock_inputs
set_output_delay [expr $clk_period * $clk_io_pct] -clock clk0 [all_outputs]
==> results.json <==
{
  "crit_fanout": 21,
  "drv_cap": 0,
  "fmax_ghz": 0.0819,
  "placed_area_mm2": 0.00745,
  "warning_count": 101,
  "cts_setup_buffers": 0,
  "antenna_left": 0,
  "routed_wl_um": 24800,
  "slew_headroom_pct": 37.5,
  "dieArea_mm2": 0.0163,
  "area_leaders": "ha_1 (20%), a21oi_1 (6.7%), inv_1 (5.7%), nor2_1 (5.2%), o21ai_0 (4.0%)",
  "gp_congestion": 0.998,
  "outcome": "complete, no violations",
  "fin_setup_tns_ns": 0,
  "arrival_ns": 8.57,
  "antenna_found_initial": 0,
  "cp-start-kind": "input pin",
  "viasPerCell": 6.16,
  "tightest_slew_ns": 0.926,
  "min_period_ns": 12.21,
  "io_pins": 101,
  "worst_hold_slack_ns": 8.59,
  "wire_per_inst_um": 20.5,
  "grt_max_degree": 32,
  "synthCells": 940,
  "core_mm2": 0.0153,
  "rows": 45,
  "ys_cells": 940,
  "drc": 0,
  "final.fill_count": 1579,
  "drtIter0Drc": 673,
  "setup_violations": 0,
  "grt_overflow": 0,
  "ys_seq_share_pct": 0,
  "dieWidth_um": 128,
  "top_cell_area_share_pct": 20.0,
  "cts_resized": 0,
  "power_density_mw_per_mm2": 30.8,
  "hp-class": "in2out",
  "hold_buffers": 0,
  "ys_area_mm2": 0.00633,
  "intPower_uw": 94.7,
  "drv_slew": 0,
  "finalHoldViolations": 0,
  "netlist_area_mm2": 0.00633,
  "p_switching_uw": 134,
  "most_common_cell": "ha_1",
  "drt-pass1-iter-count": 5,
  "max-vdd-ir-drop_v": 0.0000156,
  "seq_area_um2": 0,
  "grt_use_total_pct": 30.6,
  "insertedDiodeCount": 0,
  "rsz0062_at_grt": "false",
  "avgSynthCellArea_um2": 6.74,
  "dpl.hpwl_um": 19600,
  "yosysWarningCount": 1,
  "crit_path_end_kind": "output port",
  "fin_util_pct": 48.7,
  "nClkBuffers": 0,
  "min_period_over_period_pct": 67.1,
  "grt_pass1_vias": 6722,
  "area_growth_syn_to_layout_pct": 17.7,
  "clock_power_share_pct": 0,
  "fp_util_pct": 41.3,
  "p_sw_share_pct": 58.7,
  "top_cells_by_count": "ha_1 (101), inv_1 (96), nor2_1 (88)",
  "fin_area_mm2": 0.00745,
  "port_buffers": 101,
  "yosysUniqueCellTypes": 96,
  "vias": 7434,
  "critPathKind": "in2out",
  "numSequentialCells": 0,
  "grt_pass1_wl_um": 38500,
  "drive_above_1_share_pct": 6.02,
  "combPwrFrac_pct": 100.0,
  "required_ns": 14.56,
  "top_area_cell": "ha_1",
  "power_frac_seq_pct": 0,
  "die_h_um": 128,
  "p_leak_uw": 0.00324
}
routing by layer:
layer / global-route usage, % / vias to the layer above / share of wire [%]
met3: 5.27 / 53 / 9.1
met4: 9.55 / 0 / 3.4
li1: - / 3644 / -
met2: 46.0 / 368 / 43
met1: 44.5 / 3369 / 45
met5: 0 / - / 0
final timing paths:
check | start | to | slack (ns) | cells after the start
worst max-delay path | ALUctl[3] | Zero | 5.99 | 12
worst min-delay path | ALUctl[1] | ALUOut[13] | 8.59 | 4
power groups by stage:
stage	registers [uW]	clock network [uW]	logic [uW]
CTS	0	0	225
global route	0	0	249
finish	0	0	229
critical path: stages:
cell	delay, ns
clkdlybuf4s50_1	0.97
nor2_1	0.34
nand2_1	0.52
buf_4	0.36
o31a_1	0.17
nand3_1	0.09
or4_1	0.48
or4_1	0.45
or4_1	0.46
nor4b_2	0.25
nor4b_2	0.30
clkdlybuf4s50_1	0.52
kinds of logic (layout without fill, tap and decap cells):
logic type | count (synthesis) | count (layout) | share of synthesized area [%]
muxes | 7 | 7 | 1.15
and+or+nand+nor | 309 | 309 | 26.3
xor gates and xnor gates | 8 | 8 | 1.11
buffers and inverters | 152 | 208 | 9.82
AOI/OAI and AO/OA | 361 | 361 | 41.1
adders and majority gates | 103 | 103 | 20.6
layout make-up:
class	count	area, um2	share of cell area, %
repair buffers	112	1090	14.7
well taps	211	264	3.54
inverters	96	360	4.83
multi-input cells	788	5740	77.0
stage by stage:
| stage | worst slack, ns | cells | power, uW |
|---|---|---|---|
| final | 5.99 | 1207 | 229 |
| after global routing | 5.67 | 1207 | 249 |
| after CTS | 6.11 | 1207 | 225 |
| after detailed placement | 6.12 | 1207 | 223 |
| after global placement | 6.14 | 1207 | 225 |
| after floorplan | 7.88 | 940 | 143 |
cells in the final DEF (no fill, tap or decap), drive strengths merged, types with 6 or more instances in the layout:
cell type	netlist	final
o21a	9	9
o311ai	7	7
nor2	89	89
clkdlybuf4s50	0	101
a21oi	87	87
a21o	19	19
or4	10	10
o21bai	10	10
a211o	7	7
nand3b	6	6
nand3	15	15
ha	101	101
nand4	12	12
a221o	9	9
o211ai	15	15
nand4b	6	6
nor3	17	17
buf	23	11
o22ai	8	8
nor4	14	14
a211oi	20	20
or2	7	7
xnor2	6	6
o2111ai	6	6
o21ai	57	57
o31ai	9	9
a221oi	19	19
nand2b	17	17
nor2b	13	13
and2	10	10
nand2	63	63
or3	6	6
inv	96	96
a31oi	8	8
No activity file was given, so power comes from the tool's default toggle rates.
